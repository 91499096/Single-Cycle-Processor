==> flow/design.v <==
`timescale 1ns / 1ps
module counter #(parameter width = 32)
		(input [width-1:0] din,
		 output reg [width-1:0] dout);
	always@* dout <= din + 1;
endmodule
==> flow/run.sh <==
#!/bin/bash
# OpenROAD 26Q1-2900-gdf79404cd8, Yosys 0.63+post, stock flow scripts
make -C /OpenROAD-flow-scripts/flow DESIGN_CONFIG=/design/flow/config.mk WORK_HOME=/design/flow/orfs finish
==> flow/config.mk <==
export PLATFORM = sky130hd
export DESIGN_NAME = counter
export DESIGN_NICKNAME = counter
export VERILOG_FILES = /design/flow/design.v
export SDC_FILE = /design/flow/constraint.sdc
export NUM_CORES = 4
export LEC_CHECK = 1
export CORE_AREA = 10 10 70 70
export DIE_AREA = 0 0 80 80
==> flow/constraint.sdc <==
current_design counter

set clk_period 7.8
set clk_io_pct 0.2

create_clock -name clk0 -period $clk_period

set non_clock_inputs [all_inputs -no_clocks]
set_input_delay [expr $clk_period * $clk_io_pct] -clock clk0 $non_clock_inputs
set_output_delay [expr $clk_period * $clk_io_pct] -clock clk0 [all_outputs]
==> results_tabular.tex <==
% Yosys + OpenROAD metrics
\begin{tabular}{lr}
\hline
Metric & Value \\
\hline
\multicolumn{2}{l}{\textbf{Layout}} \\
\quad Area growth, synth to finish & 98.7\% \\
\quad Total number of sequential cells & 0 \\
\quad Combined flip-flop and latch cell area & 0 um\^{}2 \\
\quad Fraction of layout instances using a drive strength above 1 & 0.0513 \\
\quad \# clk buffers & 0 \\
\multicolumn{2}{l}{\textbf{Timing}} \\
\quad Number of max-slew violations in the final report & 0 \\
\quad Highest Clock Rate & between 0.15 and 0.2 GHz \\
\quad Min Hold Slack & about 4.1 ns \\
\quad Final Cycle Share & 0.692 \\
\quad Minimum period implied by the final worst setup slack & approximately 5.4 ns \\
\quad Number of hold violations in the final report & 0 \\
\quad Number of failing setup endpoints in the final timing report & 0 \\
\quad Actual transition at the worst max-transition pin & roughly 0.5 ns \\
\quad Max\_slew headroom & 0.673 \\
\quad Sum of negative setup slack & 0 ns \\
\quad Setup repair after global routing missed its margin & false \\
\multicolumn{2}{l}{\textbf{Setup path}} \\
\quad Cell family with most CP delay & buffers and inverters \\
\quad WP data required & 6.24 ns \\
\quad Startpoint type of the worst setup path & primary input \\
\quad Number of logic stages on the critical path including buffering & 7 \\
\quad Cell repeated most along the worst path & sky130\_fd\_sc\_hd\_\_clkdlybuf4s50\_1 \\
\quad Maximum fanout along the worst path & 8 \\
\quad Buffers plus inverters on the worst setup path & 2 \\
\quad Cell breakdown of the critical path & clkdlybuf4s50\_1, ha\_1, and3\_1, nand3\_2, nor4\_1, xor2\_1, clkdlybuf4s50\_1 \\
\quad Crit path capture & dout[26] \\
\quad Cell with the biggest individual delay on the critical path & sky130\_fd\_sc\_hd\_\_clkdlybuf4s50\_1 \\
\quad CP Capture Type & output port \\
\quad CP max stage delay & between 0.5 and 0.6 ns \\
\quad Arrival time of the worst setup path & around 3.8 ns \\
\quad Worst Path Class, Setup & in2out \\
\quad Start point of the critical path & din[0] \\
\multicolumn{2}{l}{\textbf{Routing}} \\
\quad Count of antenna-violating nets left after detailed routing & 0 \\
\quad Via/cell ratio & between 4 and 5 \\
\quad Inserted Diodes & 0 \\
\quad Detailed Route WL & 2670 um \\
\quad Vias after detailed routing & roughly 870 \\
\quad Per-cell routed wire length & 13.2 um \\
\quad Violation count after the first detailed-route iteration & 23 \\
\quad Remaining DRCs & 0 \\
\quad Pre-antenna DRT Iters & 4 \\
\multicolumn{2}{l}{\textbf{Clocking}} \\
\quad Post-cts hold-fix buffer tally & 0 \\
\quad Post-CTS setup repair buffer count & 0 \\
\quad Number of gates resized after cts & 0 \\
\multicolumn{2}{l}{\textbf{Die}} \\
\quad Die Outline Area & roughly 0.0064 mm\^{}2 \\
\quad Core area & around 0.0034 mm\^{}2 \\
\quad Number of core rows & 21 \\
\quad Starting density of the core & 0.200 \\
\quad Height of the die & approximately 80 um \\
\quad X dimension of the die & 80 um \\
\quad Number of I/O pins & approximately 64 \\
\multicolumn{2}{l}{\textbf{Worst hold path}} \\
\quad Count of cells along the worst hold path & 3 \\
\quad Worst hold path type & in2out \\
\multicolumn{2}{l}{\textbf{Global route}} \\
\quad Pin count of the biggest net entering global routing & 12 \\
\quad Vias in the first global route & 887 \\
\quad Global-route congestion overflow total & 0 \\
\quad Total global-route track usage & 0.0776 \\
\quad Number of antenna violations at the first check in global routing & 0 \\
\quad Global-route wire length before repair & 4170 um \\
\multicolumn{2}{l}{\textbf{Placement}} \\
\quad Post-DP HPWL & about 2300 um \\
\quad \# port buffers & 64 \\
\quad Gpl congestion & 0.751 \\
\multicolumn{2}{l}{\textbf{Job}} \\
\quad OpenROAD warning count & 32 \\
\quad Total of max-cap violations & 0 \\
\multicolumn{2}{l}{\textbf{Outcome}} \\
\quad Result of the run & finished clean \\
\multicolumn{2}{l}{\textbf{Power}} \\
\quad Worst IR Drop VDD & between 0.015 and 0.02 mV \\
\quad PwrDens & about 38 mW/mm\^{}2 \\
\quad Static leakage power & roughly 0.48 nW \\
\multicolumn{2}{l}{\textbf{Synth}} \\
\quad Area share of the leading cell type in the synthesized netlist & 0.243 \\
\quad Warnings from Yosys & 1 \\
\quad Yosys cell count & 96 \\
\quad Area reported by Yosys stat & approximately 680 um\^{}2 \\
\quad Count of different cell masters after synthesis & 20 \\
\quad Seq/Total Area, Yosys & 0 \\
\quad List of most frequent post-synthesis cells & sky130\_fd\_sc\_hd\_\_xor2\_1, sky130\_fd\_sc\_hd\_\_xnor2\_1, sky130\_fd\_sc\_hd\_\_nand3\_1 \\
\quad Dominant cell by count in the synthesized netlist & sky130\_fd\_sc\_hd\_\_xor2\_1 \\
\quad Post-synthesis cell count & 96 \\
\quad Library cell with the largest summed area after synthesis & sky130\_fd\_sc\_hd\_\_xor2\_1 \\
\quad Syn\_area\_per\_cell & around 7.1 um\^{}2 \\
\quad Top cells by area & sky130\_fd\_sc\_hd\_\_xor2\_1, sky130\_fd\_sc\_hd\_\_xnor2\_1, sky130\_fd\_sc\_hd\_\_nand3\_1, sky130\_fd\_sc\_hd\_\_nor4\_2, sky130\_fd\_sc\_hd\_\_and4\_1 \\
\quad Netlist area before placement & about 700 um\^{}2 \\
\hline
\end{tabular}
## cell type report
cell class / count / area [um^2]
timing repair buffer: 64 / 641
multi-input combinational: 88 / 647
inverter: 4 / 15.0
fill: 343 / 2060
tap: 46 / 57.6
## power by group
group | total, mW | switching (mW) | internal, mW | leakage, nW
clock | 0 | 0 | 0 | 0
sequential | 0 | 0 | 0 | 0
combinational | 0.0520 | 0.0161 | 0.0358 | 0.476
## layer usage
metal | part of all wire | wire length [um] | vias up | track usage
li1 | - | - | 470 | -
met1 | 0.39 | 1050 | 375 | 0.0890
met2 | 0.49 | 1310 | 28 | 0.137
met3 | 0.11 | 303 | 0 | 0.0341
met4 | 0 | 0 | 0 | 0
met5 | 0 | 0 | - | 0
## through the flow
stage / cell area, um^2 / power, mW / setup WS (ns) / instances / util
6_report: 1360 / 0.0520 / 2.41 / 202 / 0.398
5_1_grt: 1360 / 0.0567 / 2.24 / 202 / 0.398
4_1_cts: 1360 / 0.0531 / 2.40 / 202 / 0.398
3_5_place_dp: 1360 / 0.0528 / 2.41 / 202 / 0.398
3_3_place_gp: 1360 / 0.0527 / 2.40 / 202 / 0.398
2_1_floorplan: 684 / 0.0105 / 3.74 / 96 / -
## worst min-delay path by stage
stage       start       end  slack (ns)
6_report  din[29]  dout[29]        4.08
5_1_grt   din[29]  dout[29]        4.10
4_1_cts   din[29]  dout[29]        4.08
## cells in the final DEF, fill, tap and decap left out
master                             n
sky130_fd_sc_hd__and3_1            5
sky130_fd_sc_hd__and4_1            5
sky130_fd_sc_hd__clkdlybuf4s50_1  64
sky130_fd_sc_hd__ha_1              1
sky130_fd_sc_hd__inv_1             4
sky130_fd_sc_hd__nand2_1           9
sky130_fd_sc_hd__nand2_2           1
sky130_fd_sc_hd__nand3_1          10
sky130_fd_sc_hd__nand3_2           1
sky130_fd_sc_hd__nand3_4           2
sky130_fd_sc_hd__nand4_1           4
sky130_fd_sc_hd__nor2_1            4
sky130_fd_sc_hd__nor2b_1           1
sky130_fd_sc_hd__nor3_1            4
sky130_fd_sc_hd__nor3b_1           1
sky130_fd_sc_hd__nor4_1            6
sky130_fd_sc_hd__nor4_2            4
sky130_fd_sc_hd__xnor2_1          11
sky130_fd_sc_hd__xor2_1           19
## cells by family after synthesis
family | count (synthesis) | share of synthesized area
AND/OR/NAND/NOR | 57 | 0.543
XOR/XNOR | 30 | 0.384
buffers and inverters | 8 | 0.0548
adder cells (fa/ha/maj) | 1 | 0.0183
No activity file was given, so power comes from the tool's default toggle rates.
